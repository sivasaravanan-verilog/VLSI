### config.mk
export PLATFORM = sky130hd
export DESIGN_NAME = apb_simple_ram
export DESIGN_NICKNAME = apb_simple_ram
export VERILOG_FILES = /design/flow/design.v
export SDC_FILE = /design/flow/constraint.sdc
export NUM_CORES = 4
export LEC_CHECK = 1
export CORE_UTILIZATION = 40
### constraint.sdc
current_design apb_simple_ram

set clk_period 1.8
set clk_io_pct 0.2

create_clock -name clk0 -period $clk_period [get_ports {PCLK}]

set non_clock_inputs [all_inputs -no_clocks]
set_input_delay [expr $clk_period * $clk_io_pct] -clock clk0 $non_clock_inputs
set_output_delay [expr $clk_period * $clk_io_pct] -clock clk0 [all_outputs]
### design.v
module apb_simple_ram #(parameter DATA_WIDTH = 8, ADDR_WIDTH = 4) (
    input wire PCLK,                   
    input wire PRESETn,                
    input wire PSEL,                   
    input wire PENABLE,                
    input wire PWRITE,                 
    input wire [ADDR_WIDTH-1:0] PADDR,  
    input wire [DATA_WIDTH-1:0] PWDATA,  
    output reg [DATA_WIDTH-1:0] PRDATA,  
    output reg PREADY,                 
    output wire PSLVERR                
);
    wire wr_en;                         
    wire [ADDR_WIDTH-1:0] addr;         
    wire [DATA_WIDTH-1:0] din;          
    wire [DATA_WIDTH-1:0] dout;         
    assign wr_en = PSEL && PENABLE && PWRITE;  
    assign addr = PADDR;                       
    assign din = PWDATA;                       
    always @(posedge PCLK or negedge PRESETn) begin
        if (!PRESETn) begin
            PRDATA <= 0;  
            PREADY <= 0;  
        end else begin
            if (PSEL && PENABLE) begin
                if (PWRITE) begin
                    PREADY <= 1;  
                end else begin
                    PRDATA <= dout;  
                    PREADY <= 1;     
                end
            end else begin
                PREADY <= 0;  
            end
        end
    end
    assign PSLVERR = 0;  
    simple_sram #(
        .DATA_WIDTH(DATA_WIDTH),
        .ADDR_WIDTH(ADDR_WIDTH)
    ) u_simple_sram (
        .clk(PCLK),         
        .rst(~PRESETn),     
        .wr_en(wr_en),      
        .addr(addr),        
        .din(din),          
        .dout(dout)         
    );
endmodule
module simple_sram #(parameter DATA_WIDTH = 8, ADDR_WIDTH = 4) (
    input wire clk,                    
    input wire rst,                    
    input wire wr_en,                  
    input wire [ADDR_WIDTH-1:0] addr,  
    input wire [DATA_WIDTH-1:0] din,   
    output reg [DATA_WIDTH-1:0] dout   
);
    reg [DATA_WIDTH-1:0] mem [0:(1<<ADDR_WIDTH)-1];
    always @(posedge clk or posedge rst) begin
        if (rst) begin
            dout <= 0;  
        end else if (wr_en) begin
            mem[addr] <= din;  
        end else begin
            dout <= mem[addr];  
        end
    end
endmodule
### run.sh
#!/bin/bash
# OpenROAD 26Q1-2900-gdf79404cd8, Yosys 0.63+post, stock flow scripts
make -C /OpenROAD-flow-scripts/flow DESIGN_CONFIG=/design/flow/config.mk WORK_HOME=/design/flow/orfs finish
==> summary.txt <==
Implementation summary

The post-route minimum period is 1.707 ns. The floorplan step defined a core boundary enclosing 13830 µm². The largest net degree at the start of global routing is 21. The post-CTS setup repair buffer count is 0. The post-synth design cell area is 5668 µm². The multi-input combinational cells in the finished layout cover a total of 1305 µm². The sum of internal, switching and leakage power is 0.007883 W. The post-synth tally of flip-flops with integrated enable is 128. Per the placement report, the placed cell count is 587.

The total of max-cap violations is 0. Buffers inserted to repair hold after CTS numbered 0. The internal portion of total power is 0.006340 W. The number of filler instances in the final layout is 1066. The routed via count divided by cell count is 5.478.

The cell count after synthesis came out at 342. The post-placement worst setup slack is -0.3924 ns. According to the timing report, the arrival time at the worst endpoint equals 1.82 ns. The number of setup violations in the final report is 0. Looking at the power breakdown, sequential logic takes 48.1% of the total. TritonCTS built the clock tree. In this run, CTS created clock tree buffers numbering 17. The detailed router placed 3391 vias in this run.

The flow reported a cell area power density of 1096 nW/µm². After layout, the worst path uses 94.86% of the clock period. The congestion estimate from routability-driven global placement came to 0.9138. The synthesis report gives the async set-or-reset register share as 11.72%. Per the final layout report, the fraction of cells sized above drive strength 1 comes to 24.15%. Per the timing report, the biggest fanout along the worst path comes to 8. The area used by sequential logic in the layout is 4269 µm². Looking at the clock tree report, the H-tree level count equals 4. The DRC violations left is 0. The net switching component of the power is 0.001544 W.

From left edge to right edge, the die measures 121.0 µm. The global route total overflow is 0. The number of rows in the core area is 43.

The remaining number of nets flagged by the antenna check after routing is 0. Leaving out fill and tap cells, the most frequent cell in the layout is sky130_fd_sc_hd__edfxtp_1. The setup slack of the most critical reg-to-reg path is 0.41 ns. The worst setup path is of the in2reg kind.

The highest attainable clock frequency is 0.5857 GHz. After synthesis, the netlist uses 43 different library cells. The register share after synthesis is 75.32%. After the first detailed-routing iteration, the DRC count stood at 247. Endpoints failing hold in the final report were tallied at 0.

The average instance area after synthesis is 16.57 µm². Yosys stat counts 342 cells in the synthesized netlist. The number of global-route vias before repair is 3436. From bottom edge to top edge, the die measures 121.0 µm. The final core utilization is 52.03%. The I/O pin count is 27. The flip-flop and latch count after synthesis is 145. Counting pins that exceed their max-slew limit in the final report gives 0. The fraction of power consumed by the clock network is 44.7%. The die area is 14650 µm². The synthesized chip area reported by yosys is 5668 µm².

The count of clock tree sinks is 145. Port buffering added 25 buffers. Overall routing resource usage recorded by global route was 19.16%. The required time at the worst endpoint is listed as 1.92 ns.

The number of non-filler instances in the completed layout is 619. The total half-perimeter wirelength after legalization and detailed placement is 8103 µm. The switching fraction of total power is 19.58%. The run finished with clean final reports. The placed instance area is 6523 µm².

The buffer cell driving the clock tree root is sky130_fd_sc_hd__clkbuf_16. The worst setup path is captured at a register. The clock transition at the registers of the reported paths is 0.05 ns. The later pin in the worst-skew pair is clocked with a latency of 0.41 ns. The min-delay analysis places its worst path in the category in2async.

The first global-routing pass estimated 18820 µm of wire. Per the detail_route report, routed wire per instance is 19.85 µm. The final layout contains routed wiring with a total length of 12290 µm. The startpoint kind of the worst setup timing path is a primary input. The logic gate share of total power is 7.2%. By instance count after routing, the leading logic cell types are 128 x sky130_fd_sc_hd__edfxtp_1, 51 x sky130_fd_sc_hd__buf_4, 29 x sky130_fd_sc_hd__a22oi_1. At the floorplan stage, the core utilization is reported as 40.99%. The length of the first detailed-routing pass in iterations is 4. The worst clock skew is 0.003101 ns. During synthesis, Yosys emitted a total of 3 warnings. The number of diodes added for antenna fixing is 0.

The area growth from synthesis to layout is 26.93%. The maximum buffer depth of the clock tree is 2. The number of warnings in the stage logs is 25. The synthesis report names the predominant flop master as sky130_fd_sc_hd__edfxtp_1.

The initial antenna violation count came to 0. The maximum vdd drop is 0.6646 mV. The analysis attributes to cell leakage a power of 2.499 nW. The post-route cell area is 7194 µm². The post-layout worst setup margin is 0.09259 ns.
routing by layer:
metal	routed length, µm	global-route usage (%)	vias to the layer above
met3	1520	10.36	22
met5	0	0	-
met4	301	3.627	0
met1	4852	27.71	1638
met2	5611	27.86	193
li1	-	-	1538
flip-flops by register name, summed over array words and instances (netlist names):
name / count
u_simple_sram.dout: 8
PREADY: 1
u_simple_sram.mem: 128
PRDATA: 8
layout make-up:
cell class | instances | share of cell area, %
clock buffers | 19 | 6.017
repair buffers | 84 | 10.96
clock inverters | 12 | 2.313
inverters | 2 | 0.1043
flip-flops and latches | 145 | 59.34
well taps | 180 | 3.130
multi-input cells | 177 | 18.14
kinds of logic after synthesis:
kind of cell | count (synthesis) | synth area share, %
buffers and inverters | 20 | 2.230
muxes | 23 | 5.607
and+or+nand+nor | 68 | 6.181
AOI/OAI and AO/OA | 85 | 10.60
DFF | 145 | 75.32
other | 1 | 0.06616
stage by stage:
| stage | setup TNS [ns] | hold WS (ns) |
|---|---|---|
| final | 0 | 0.3364 |
| after global routing | -0.01345 | 0.3646 |
| after CTS | 0 | 0.3464 |
| after detailed placement | -41.14 | 0.4766 |
| after global placement | -39.76 | 0.4706 |
| after floorplan | 0 | 0.06441 |
synthesized netlist by cell type, types with 2 or more instances:
cell	n	share of area [%]
sky130_fd_sc_hd__nor2_1	25	1.7
sky130_fd_sc_hd__buf_4	7	0.93
sky130_fd_sc_hd__a221oi_1	6	0.93
sky130_fd_sc_hd__edfxtp_1	128	68
sky130_fd_sc_hd__a31oi_1	2	0.22
sky130_fd_sc_hd__buf_6	2	0.40
sky130_fd_sc_hd__mux4_2	6	2.4
sky130_fd_sc_hd__o22ai_1	21	2.3
sky130_fd_sc_hd__nor2b_2	2	0.31
sky130_fd_sc_hd__and3_1	2	0.22
sky130_fd_sc_hd__a22oi_1	29	3.8
sky130_fd_sc_hd__a21oi_1	10	0.88
sky130_fd_sc_hd__nand3_1	2	0.18
sky130_fd_sc_hd__inv_1	2	0.13
sky130_fd_sc_hd__mux2_1	8	1.6
sky130_fd_sc_hd__dfrtp_1	17	7.5
sky130_fd_sc_hd__mux2_2	2	0.40
sky130_fd_sc_hd__nand4_1	2	0.22
sky130_fd_sc_hd__o21ai_1	2	0.18
sky130_fd_sc_hd__and2_1	4	0.44
sky130_fd_sc_hd__buf_2	8	0.71
sky130_fd_sc_hd__o21ai_0	2	0.18
sky130_fd_sc_hd__and2b_1	2	0.26
sky130_fd_sc_hd__mux2i_1	7	1.2
sky130_fd_sc_hd__nor3b_1	2	0.26
sky130_fd_sc_hd__nand2_1	13	0.86
sky130_fd_sc_hd__nor3_1	3	0.26
sky130_fd_sc_hd__o31ai_1	7	0.93
sky130_fd_sc_hd__nor2b_1	4	0.44
sky130_fd_sc_hd__a221oi_2	2	0.53
power groups by stage:
stage / clock (W) / sequential, W / combinational, W
after CTS: 0.00357 / 0.00379 / 0.000560
final: 0.00353 / 0.00379 / 0.000568
after global routing: 0.00373 / 0.00380 / 0.000621
worst paths after layout:
| kind | from | end | depth (start not counted) |
|---|---|---|---|
| worst max-delay path | PADDR[2] | u_simple_sram.mem[2][2] | 8 |
| worst min-delay path | PRESETn | PRDATA[2] | 2 |
| worst max register to register | u_simple_sram.mem[11][2] | u_simple_sram.dout[2] | 3 |
| worst min register to register | u_simple_sram.dout[0] | PRDATA[0] | 1 |
| max in group asynchronous | PRESETn | u_simple_sram.dout[4] | 2 |
| min in group clk0 | u_simple_sram.dout[0] | PRDATA[0] | 1 |
worst max-delay path, stage by stage:
cell and delay (ns):
sky130_fd_sc_hd__clkdlybuf4s50_1 0.40, sky130_fd_sc_hd__buf_4 0.16, sky130_fd_sc_hd__buf_4 0.15, sky130_fd_sc_hd__nor2_1 0.20, sky130_fd_sc_hd__buf_4 0.16, sky130_fd_sc_hd__nand2_1 0.07, sky130_fd_sc_hd__nor2_1 0.11, sky130_fd_sc_hd__buf_4 0.20
repair_timing:
item	in CTS	in global routing
gates resized	2	12
pin swaps	0	1
endpoints found under the setup margin	1	24
gates cloned	0	1
Power and IR drop assume default switching activity.
